==> flow/design.v <==
module i2c_module(
    input               clk_scl,         
    input               clk_scl_split,   
    input               clk_sda,         
    input   [7:0]       address,         
    input   [7:0]       control,         
    input   [7:0]       data,            
    input               op_start,        
    output              op_done,         
    inout               sck,             
    inout               sda              
);
    reg sda_enable, sck_enable;
    assign sda = sda_enable ? 1'bz : 1'b0;  
    assign sck = sck_enable ? 1'bz : 1'b0;  
    reg op_done_reg;
    assign op_done = op_done_reg;
    reg [3:0] STATE;
    localparam  START       = 0,  
                CLOCK_START = 1,  
                ADDRESS_OUT = 2,  
                CONTROL_OUT = 3,  
                COMMAND_OUT = 4,  
                CLOCK_END   = 5,  
                STOP        = 6;  
    reg [3:0] op_counter;
    reg       delay;  
    initial begin
        sck_enable      <= 1;       
        sda_enable      <= 1;       
        op_done_reg     <= 0;       
        op_counter      <= 4'd8;    
        delay           <= 1;       
        STATE           <= START;   
    end
    always @ (posedge clk_sda) begin
        if (op_done == 1) op_done_reg <= 0;                      
        if (op_start == 1 && op_done_reg == 0) begin
            if (STATE == STOP) STATE <= START;                   
            case (STATE)
                START: begin
                    STATE <= CLOCK_START;                        
                end
                CLOCK_START: begin
                    sda_enable <= 0;                             
                    STATE      <= ADDRESS_OUT;                   
                end
                ADDRESS_OUT: begin
                    if (op_counter >= 1) begin
                        sda_enable <= address[op_counter-1];     
                        op_counter <= op_counter - 1;
                    end else begin
                        sda_enable <= 1;                         
                        op_counter <= 4'd8;                      
                        STATE      <= CONTROL_OUT;               
                    end
                end
                CONTROL_OUT: begin
                    if (op_counter >= 1) begin
                        sda_enable <= control[op_counter-1];     
                        op_counter <= op_counter - 1;
                    end else begin
                        sda_enable <= 1;                         
                        op_counter <= 4'd8;                      
                        STATE      <= COMMAND_OUT;               
                    end
                end
                COMMAND_OUT: begin
                    if (op_counter >= 1) begin
                        sda_enable <= data[op_counter-1];        
                        op_counter <= op_counter - 1;
                    end else begin
                        sda_enable <= 1;                         
                        op_counter <= 4'd8;                      
                        STATE      <= CLOCK_END;                 
                    end
                end
                CLOCK_END: begin
                    sda_enable <= 0;                             
                    STATE      <= STOP;
                end
                STOP: begin
                    sda_enable <= 1;                             
                    op_counter <= 4'd8;                          
                    op_done_reg <= 1;                            
                    STATE <= START;                              
                end
            endcase
        end
    end
    always @ (posedge clk_scl) begin
        case (STATE)
            ADDRESS_OUT:    if (delay == 1) delay <= delay - 1;
            CLOCK_END:                      delay <= 1;
        endcase
    end
    always @ (posedge clk_scl_split) begin
        case (STATE)
            ADDRESS_OUT:    if (delay == 0)         sck_enable <= ~sck_enable;     
            CONTROL_OUT, COMMAND_OUT, CLOCK_END:    sck_enable <= ~sck_enable;     
            STOP:                                   sck_enable <= 1;               
        endcase
    end
endmodule
==> flow/run.sh <==
#!/bin/bash
# OpenROAD 26Q1-2900-gdf79404cd8, Yosys 0.63+post, stock flow scripts
make -C /OpenROAD-flow-scripts/flow DESIGN_CONFIG=/design/flow/config.mk WORK_HOME=/design/flow/orfs finish
==> flow/config.mk <==
export PLATFORM = sky130hd
export DESIGN_NAME = i2c_module
export DESIGN_NICKNAME = i2c_module
export VERILOG_FILES = /design/flow/design.v
export SDC_FILE = /design/flow/constraint.sdc
export NUM_CORES = 4
export LEC_CHECK = 1
export CORE_AREA = 10 10 70 70
export DIE_AREA = 0 0 80 80
==> flow/constraint.sdc <==
current_design i2c_module

set clk_period 2.6
set clk_io_pct 0.2

create_clock -name clk0 -period $clk_period [get_ports {clk_scl}]
create_clock -name clk1 -period $clk_period [get_ports {clk_scl_split}]
create_clock -name clk2 -period $clk_period [get_ports {clk_sda}]

set non_clock_inputs [all_inputs -no_clocks]
set_input_delay [expr $clk_period * $clk_io_pct] -clock clk0 $non_clock_inputs
set_output_delay [expr $clk_period * $clk_io_pct] -clock clk0 [all_outputs]
==> notes.md <==
Summary of the current implementation state.

- According to the report, the first pass of detailed routing completed in 3 iterations.
- Setup repair after global routing left no endpoint under its margin.
- The synthesized netlist has a Yosys-reported chip area of 455 µm².
- The worst-path cell with the longest stage delay is sky130_fd_sc_hd__edfxtp_1, for reference.
- The number of sinks handled by clock tree synthesis is 8, for reference.
- Gates resized during post-CTS repair numbered 0.
- In this run the deepest clock path goes through 2 buffers.
- The hold path depth is 2, for reference.
- STA classifies the critical path endpoint as a flip-flop.
- The standard cell core area is 3420 µm², for reference.
- Clock-pin slew was measured on the worst setup and hold paths at roughly 60 ps.
- The tally of nets with antenna violations remaining after routing is 0, for reference.
- The synthesis report lists the most area-consuming cells as sky130_fd_sc_hd__edfxtp_1 46%, sky130_fd_sc_hd__nor2_1 5.8%, sky130_fd_sc_hd__ha_1 5.5%, sky130_fd_sc_hd__dfxtp_1 4.4%, sky130_fd_sc_hd__xor2_1 3.8%.
- Of the synthesized area, sequential elements account for 50.5%.
- At the floorplan stage, the core utilization is reported as a little over an eighth.
- The H-tree depth reported by CTS is 1, for reference.
- The post-CTS hold buffer count recorded in the log is 0.
- The last weighted congestion value of the routability-driven placer is 0.782, for reference.
- At the pin with the least slew margin, the transition time is ~640 ps.
- After detailed routing, the number of vias per cell comes to 3.03.
- For this design the top-level I/O count stands at 31.
- Per the detail_route report, DRC violations left total 0.
- Sorting the synthesized cells by how often they occur yields 7 x sky130_fd_sc_hd__edfxtp_1, 7 x sky130_fd_sc_hd__nor2_1, 3 x sky130_fd_sc_hd__nand2_1.
- The source of the worst hold timing path is op_done_reg, for reference.
- The fraction of layout cells with a size suffix above 1 is 13.3%, for reference.
- The maximum number of pins on one net before global-route repair is 9, for reference.
- The minimum setup slack among reg-to-reg paths is 750 ps, for reference.
- The kind of cell with the highest combined delay along the critical path is AND-OR/OR-AND gates.
- The number of unique standard cell types used by synthesis is 21, for reference.
- The cell total in the yosys stat output is 42, for reference.
- The top fanout value on the critical path is 4, for reference.
- The combined area of the multi-input logic cells is 199 µm², for reference.
- The worst reg2reg path endpoint is STATE[0], for reference.
- The floorplan step set the die width to 80 µm.
- The number of maximum-capacitance constraint violations is 0, for reference.
- For this block, the via count after detailed routing is 276.
- The floorplan has 21 rows.
- The first-pass GRT wire length is 1.18 mm, for reference.
- The count of buffers added on input and output ports is 2.
- Per the final timing report, the hold violations number 0.
- The startpoint type of the worst setup path is a flip-flop, for reference.
- The number of global-route vias before repair was 302.
- The number of clock buffers added by TritonCTS is 3.
- The average wire per standard cell is 7.46 µm, for reference.
- The HPWL reported at the end of detailed placement is roughly 500 µm, for reference.
- The post-synthesis instance area is 455 µm², for reference.
- Yosys mapped a number of flops with a built-in enable equal to 7.
- The power per cell area is 649 nW/µm², for reference.
- The area taken by sequential standard cells is reported as about 230 µm².
- The global routing report lists combined usage of all routing layers as between 2 and 2.5%.
- Buffers added to address setup during post-CTS repair amount to 0.
- The register with the most flip-flops in the layout has 4 of them.
- In the synthesized netlist the dominant register cell turns out to be sky130_fd_sc_hd__edfxtp_1.
- The cell depth of the worst setup path is 4, for reference.
- Counting the warning lines in the Yosys log gives 3.
- The area share of the largest cell type after synthesis is 46.2%, for reference.
- The worst supply voltage drop on vdd is 244 µV, for reference.
- The final layout contains routed wiring with a total length of between 600 and 700 µm.
- In this run the critical path is formed by ha_1, or3_1, o211a_1, a211oi_2.
- The worst pin sits at a relative slew slack of 57.2%.
- The average cell area after synthesis is 10.8 µm², for reference.
- The number of warnings in the stage logs is 53, for reference.
- Summed over all cells, the static leakage comes to 0.195 nW.
- The setup slack after placement is 586 ps, for reference.
- The smallest setup slack after layout is 751 ps, for reference.
- In this design, the stage delay of the slowest critical-path cell is 430 ps.
- The tree is rooted in a sky130_fd_sc_hd__clkbuf_4.
- Adding up every negative setup slack in the final design gives 0 ps.
- The final layout report lists a filler cell count of 404.
- The worst setup path is of the reg -> reg kind.
- The data required time at the worst endpoint is about 2500 ps, for reference.
- The number of cells produced by synthesis is 42, for reference.
- The cell type with the largest total area after synthesis is sky130_fd_sc_hd__edfxtp_1, for reference.
- The class of the worst hold path is reg -> reg, for reference.
- The flow ran to the end, and the final reports show no timing, DRC or antenna violations.
- The violation count after the first detailed-route iteration is 2, for reference.
- Per the synth stats, the proportion of register bits with asynchronous set or reset is 0%.
- STA shows the worst reg2reg path with a cell count of 4.
- On the critical path the data arrives at between 1500 and 2000 ps.
- The setup-violating endpoint count in the final report is 0, for reference.
- The clock tree from TritonCTS is built, for reference.
- The number of register bits inferred by synthesis is 8, for reference.
- Counting both buffers and inverters, the worst setup path holds a total of 0.
- The final max-slew violation count recorded for this run is 0.
- STA shows the worst min-delay path finishing at op_done_reg.
- After layout, the setup clock skew is reported as approximately 2.1 ps.
- The overall die size recorded for this design is around 6400 µm².
- The number of antenna violations at the first check in global routing was 0.
- The number of antenna diodes is 0, for reference.
- The startpoint identified for the worst register-to-register timing path is op_counter[0].
- The floorplan step set the die height to 80 µm.
- For this run the aggregate overflow at the end of global routing stands at 0.
- The layout overhead on the synthesized area is 18.7%, for reference.
==> how the worst max path moves through the flow <==
| stage | start | endpoint |
|---|---|---|
| final | op_counter[0] | STATE[0] |
| after global routing | op_counter[0] | STATE[0] |
| after CTS | op_counter[0] | STATE[0] |
==> report_power, final <==
| part | switching (mW) | internal, mW |
|---|---|---|
| Sequential | 0.0195 | 0.167 |
| Combinational | 0.0304 | 0.0325 |
| Clock | 0.0427 | 0.0587 |
| Total | 0.0926 | 0.258 |
==> cells by family (layout without fill, tap and decap cells) <==
kind of cell             after synthesis  count (layout)  share of synthesized area [%]
AND-OR/OR-AND                          4               4                           8.24
XOR/XNOR                               3               3                           5.77
buffers and inverters                  6               8                           6.59
AND/OR/NAND/NOR                       16              16                           17.9
adder cells (fa/ha/maj)                2               2                           5.49
multiplexers                           2               2                           4.67
other                                  1               2                          0.823
flip-flops                             8               8                           50.5
==> stage by stage <==
step / hold WS [ps] / instances / util, % / area (µm²) / power (mW)
5_1_grt: 653 / 91 / 15.8 / 541 / 0.377
3_3_place_gp: 571 / 87 / 15.1 / 514 / 0.248
2_1_floorplan: 511 / 43 / - / 459 / 0.239
6_report: 584 / 91 / 15.8 / 541 / 0.351
4_1_cts: 594 / 91 / 15.8 / 541 / 0.356
3_5_place_dp: 571 / 87 / 15.1 / 514 / 0.252
==> cell usage in the layout, fill, tap and decap left out, types with 2 or more instances in the layout <==
| cell | count |
|---|---|
| sky130_fd_sc_hd__or3_1 | 2 |
| sky130_fd_sc_hd__xor2_1 | 2 |
| sky130_fd_sc_hd__ha_1 | 2 |
| sky130_fd_sc_hd__edfxtp_1 | 7 |
| sky130_fd_sc_hd__clkdlybuf4s50_1 | 2 |
| sky130_fd_sc_hd__nand2b_1 | 2 |
| sky130_fd_sc_hd__clkbuf_4 | 3 |
| sky130_fd_sc_hd__nor2_1 | 7 |
| sky130_fd_sc_hd__nand2_1 | 3 |
| sky130_fd_sc_hd__conb_1 | 2 |
| sky130_fd_sc_hd__inv_1 | 2 |
==> layer usage <==
metal	global-route usage, %	share of wire, %	wire (µm)	vias to the layer above
met3	0.682	5.3	36	2
met2	3.37	42	287	4
met5	0	0	0	-
met4	1.23	1.6	11	0
met1	2.67	51	344	124
li1	-	-	-	146
==> worst register-to-register path: cells and delay by family (launching register included) <==
family                     cells  cell delay [ps]
AOI/OAI and AO/OA              2              530
DFF                            1              430
and+or+nand+nor                1              310
adders and majority gates      1              250
==> final cells by class <==
| cell class | instances | share of cell area, % |
|---|---|---|
| flip-flops and latches | 8 | 42.6 |
| multi-input cells | 29 | 36.8 |
| inverters | 2 | 1.39 |
| well taps | 46 | 10.6 |
| clock buffers | 4 | 4.86 |
| repair buffers | 2 | 3.70 |
Power is estimated from default activity; no workload was simulated.
