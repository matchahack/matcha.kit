**flow/config.mk**
```make
export PLATFORM = sky130hd
export DESIGN_NAME = clk_div
export DESIGN_NICKNAME = clk_div
export VERILOG_FILES = /design/flow/design.v
export SDC_FILE = /design/flow/constraint.sdc
export NUM_CORES = 4
export LEC_CHECK = 1
export CORE_AREA = 10 10 70 70
export DIE_AREA = 0 0 80 80
```
**flow/constraint.sdc**
```tcl
current_design clk_div

set clk_period 1.4
set clk_io_pct 0.2

create_clock -name clk0 -period $clk_period [get_ports {clk}]

set non_clock_inputs [all_inputs -no_clocks]
set_input_delay [expr $clk_period * $clk_io_pct] -clock clk0 $non_clock_inputs
set_output_delay [expr $clk_period * $clk_io_pct] -clock clk0 [all_outputs]
```
**flow/design.v**
```verilog
module clk_div(
    input  clk,  
    output logic sck = 0   
);
    logic [3:0] counter = 0;  
    always @(posedge clk) begin
        if (counter == 4'd8) begin
            counter <= 4'b0;         
            sck <= ~sck;             
        end else begin
            counter <= counter + 1'b1;  
        end
    end
endmodule
```
**flow/run.sh**
```bash
#!/bin/bash
# OpenROAD 26Q1-2900-gdf79404cd8, Yosys 0.63+post, stock flow scripts
make -C /OpenROAD-flow-scripts/flow DESIGN_CONFIG=/design/flow/config.mk WORK_HOME=/design/flow/orfs finish
```
==> metrics.yaml <==
worst_pin_slew_ps: 152
path_clk_slew_ps: 50
min_from: "counter[0]$_SDFF_PN0_"
core_um2: 3420
grt-busiest-layer: "met1"
postCtsSetupRepairBufs: 0
regToRegStartpoint: "counter[0]$_SDFF_PN0_"
dp_slack_ps: 245
relSlewSlack_pct: 89.8
grt.met1_usage_pct: 1.47
max_cap_viol_count: 0
firstDrtPassIters: 1
synth_cell_types: 14
drtAntennaViolNets: 0
synthCells: 20
cts_sinks: 5
grtUsageMet2_pct: 1.20
grt_use_met3_pct: 1.14
insertion_delay_ps: 250
cp_slowest_cell: "clkdlybuf4s50_1"
worstSetupPathType: "flip-flop to output port"
ctsLongestPathBuffers: 2
critPathBufInv: 1
cts-resized-gates: 0
hold_slack_ps: 477
grt_pass1_wl_um: 586
hold_viol: 0
cts_made_buffers: 3
cts_tree: "done"
p_total_uw: 315
vias: 141
ctsHtreeMaxLevel: 1
max_stage_delay_ps: 460
ys.warnings.count: 1
drc: 0
fill_cells: 402
cp.arrival_ps: 1050
avgSynthCellArea_um2: 11.3
grt-ovfl-total: 0
crit_family: "buffers and inverters"
syn2layout_area_growth_pct: 41.4
place_inst: 67
io_buffer_count: 1
holdBufCountCts: 0
drv_slew: 0
crit_path_start_kind: "flip-flop"
ys_ff: 5
hold_class: "flip-flop to flip-flop"
ys_area_um2: 226
fp-utilization_pct: 6.63
setup_slack_ps: 66.7
critical_path.cell_chain: "clkdlybuf4s50_1"
grt_pass1_vias: 144
gp_congestion: 0.765
fmax_mhz: 750
comb_area_um2: 105
outcome: "completed"
wl_um: 310
io_pins: 2
track_usage_pct: 1.14
rsz0062_at_grt: "no"
die_w_um: 80
fin_setup_tns_ps: 0
antenna_cells: 0
postSynthSeqShare_pct: 48.6
regArea_um2: 110
r2r_setup_slack_ps: 240
p_leak_nw: 0.115
pwr_density_cell_nw_per_um2: 984
min_path_cells: 1
grt_antenna_before_repair: 0
r2r_end: "counter[3]$_SDFF_PN0_"
endpoint_kind: "output port"
log.warning_count: 26
num_rows: 21
ir_drop_mv: 0.128
finalClockSkew_ps: 5.16
vias_per_cell: 1.99
synth_area_um2: 226
die_h_um: 80
root_buffer: "clkbuf_4"
finalCriticalPeriod_ps: 1330
drtIter0Drc: 0
worstPathRequired_ps: 1120
finalCritPeriodShare_pct: 95.2
crit_fanout: 2
finalSetupViolations: 0
yosysCellCount: 20
wire_per_inst_um: 4.37
layout.cells.non_filler: 71
grt_max_degree: 6
drive_above_1_share_pct: 24.0
rr_worst_depth: 4
die_area_um2: 6400
hold_path_end: "counter[0]$_SDFF_PN0_"
registers in the layout (all words and copies together) (netlist names):
| register | count |
|---|---|
| counter | 4 |
| sck | 1 |
stage by stage:
| step | cell area, um^2 | utilization [%] |
|---|---|---|
| after floorplan | 226 | - |
| after global placement | 294 | 8.61 |
| after detailed placement | 294 | 8.61 |
| after CTS | 320 | 9.38 |
| after global routing | 320 | 9.38 |
| final | 320 | 9.38 |
power breakdown:
group | total [mW] | switching [mW] | internal [mW] | leakage (nW)
registers | 0.147 | 0 | 0.147 | 0.0438
logic | 0.0000000565 | 0 | 0 | 0.0565
clock network | 0.168 | 0.0606 | 0.108 | 0.0150
logic make-up (layout without fill, tap and decap cells):
logic type	count (synthesis)	after routing	share of synthesized area (%)
buffers and inverters	3	8	4.97
and+or+nand+nor	7	7	21.0
DFF	5	5	48.6
muxes	1	1	4.42
adders and majority gates	2	2	11.0
AOI/OAI and AO/OA	2	2	9.94
area by class of cell:
| cell class | count | area share, % |
|---|---|---|
| Multi-Input combinational cell | 12 | 32.8 |
| Tap cell | 46 | 18.0 |
| Clock buffer | 4 | 8.20 |
| Inverter | 3 | 3.52 |
| Timing Repair Buffer | 1 | 3.13 |
| Sequential cell | 5 | 34.4 |
how the worst max path moves through the flow:
stage / cells past startpoint / start / slack (ps) / to
CTS: 1 / sck$_DFFE_PN_ / 40 / sck
global route: 1 / sck$_DFFE_PN_ / 8 / sck
finish: 1 / sck$_DFFE_PN_ / 70 / sck
synthesized netlist by cell type:
library cell | instances | share of area, %
dfxtp_1 | 4 | 35
inv_1 | 3 | 5.0
ha_1 | 2 | 11
a21bo_2 | 1 | 4.4
and2_1 | 1 | 2.8
and3b_2 | 1 | 4.4
edfxtp_1 | 1 | 13
mux2i_1 | 1 | 4.4
nand2_1 | 1 | 1.7
nand4b_1 | 1 | 3.9
nor2_1 | 1 | 1.7
nor2b_1 | 1 | 2.8
o211ai_2 | 1 | 5.5
or3b_1 | 1 | 3.9
layer usage:
metal	vias to the layer above	wire length, um	share of wire (%)
li1	76	-	-
met1	56	160	52
met2	7	94	30
met3	2	43	14
met4	0	12	3.9
met5	-	0	0
cells in the final DEF, fill, tap and decap left out, drive strengths merged:
master / netlist / layout
edfxtp: 1 / 1
a21bo: 1 / 1
clkdlybuf4s50: 0 / 1
ha: 2 / 2
and3b: 1 / 1
nand2: 1 / 1
mux2i: 1 / 1
dfxtp: 4 / 4
nor2: 1 / 1
nand4b: 1 / 1
clkbuf: 0 / 4
o211ai: 1 / 1
nor2b: 1 / 1
inv: 3 / 3
or3b: 1 / 1
and2: 1 / 1
Power is estimated from default activity; no workload was simulated.
