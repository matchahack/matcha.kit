==> ./design.v <==
module control
(
    input           clk,                     
    output  [2:0]   led                      
);
    reg [31:0] counter;                      
    initial begin
        counter <= 31'd0;                    
        led <= 3'b110;                       
    end
    always @(posedge clk) begin
        if (counter < 31'd1350_0000)         
            counter <= counter + 1;          
        else begin
            counter <= 31'd0;                
            led[2:0] <= {led[1:0],led[2]};   
        end
    end
endmodule
==> ./run.sh <==
#!/bin/bash
# OpenROAD 26Q1-2900-gdf79404cd8, Yosys 0.63+post, stock flow scripts
make -C /OpenROAD-flow-scripts/flow DESIGN_CONFIG=/design/flow/config.mk WORK_HOME=/design/flow/orfs finish
==> ./config.mk <==
export PLATFORM = sky130hd
export DESIGN_NAME = control
export DESIGN_NICKNAME = control
export VERILOG_FILES = /design/flow/design.v
export SDC_FILE = /design/flow/constraint.sdc
export NUM_CORES = 4
export LEC_CHECK = 1
export CORE_AREA = 10 10 95 95
export DIE_AREA = 0 0 105 105
==> ./constraint.sdc <==
current_design control

set clk_period 2.6
set clk_io_pct 0.2

create_clock -name clk0 -period $clk_period [get_ports {clk}]

set non_clock_inputs [all_inputs -no_clocks]
set_input_delay [expr $clk_period * $clk_io_pct] -clock clk0 $non_clock_inputs
set_output_delay [expr $clk_period * $clk_io_pct] -clock clk0 [all_outputs]
==> impl_metrics.yaml <==
# implementation run metrics
global_route:
  top_usage_layer: "met2"
  grt-ovfl-total: 0
  use_met1: 0.0624
  grt_max_degree: 28
  met2_usage: 0.0663
  grt_pass1_wl_um: 4380
  grt_usage: 0.0455
  first_global_vias: 995
  met3_usage: 0.0193
  antenna_found_initial: 0
layout:
  syn_to_final_growth_pct: 21.4
  drive_gt1_frac: 0.0683
  final_area_sq_um: 1680
  finalNonFillerCells: 257
cts:
  post_cts_buffers: 0
  cts_resized: 0
  cts_max_level: 2
  hold_buffers: 0
  cts.sinks: 35
  insertion_delay_ps: 280
  cts_root_buffer: "clkbuf_8"
  clk_path_buf_depth: 2
  cts_tree: "built"
  cts_made_buffers: 5
  clkTransAtPathRegs_ps: 70
synth:
  synth-area-yosys_sq_um: 1380
  ys_cells: 146
  syn_area_per_cell_sq_um: 9.45
  syn_area_sq_um: 1380
  ys_ff: 35
  ys_seq_frac: 0.529
  netlist-cell-type-count: 31
  yosysWarningCount: 3
  netlist_instances: 146
place:
  place_area_sq_um: 1540
  place.gp.congestion: 0.789
  portBuffers: 3
  dp.cells: 249
  place_ws_ps: 529
  dp_hpwl_um: 1600
floorplan:
  fp_util: 0.200
  fp-row-count: 30
  fp.dieW_um: 105
  io_pins: 4
  core_sq_um: 6910
  die_y_um: 105
  die_area_sq_um: 11000
drt:
  antenna_left: 0
  num_antenna_cells: 0
  drtPass1Iterations: 4
  num_vias: 1014
  wire_per_inst_um: 9.38
  via_per_inst: 3.95
  routed_wl_um: 2410
  drcViolationCount: 0
  dr.first_iter.drc_count: 41
timing:
  relSlewSlack: 0.576
  setup_viol: 0
  fin_setup_tns_ps: 0
  finalClockPeriodUsage: 0.803
  max_freq_mhz: 479
  worst_pin_slew_ps: 632
  clock_skew_ps: 4.18
  hold_viol: 0
  finalCriticalPeriod_ps: 2090
  slew_viol_final: 0
  fin_ws_ps: 512
  rsz0062_at_grt: "false"
run:
  warnings: 25
  maxCapViolCount: 0
power_and_ir_drop:
  ir_drop_uv: 166
  leakagePower_nw: 0.485
  p_per_area_nw_per_um2: 665
worst_setup_path:
  crit_buf_inv: 0
  crit_chain: "ha_1 -> nand4_1 -> or4_1 -> or3_1 -> a21oi_1"
  cp-start-kind: "flip-flop"
  cp.required_ps: 2810
  path_max_fanout: 7
  crit_path_end_kind: "flip-flop"
  cpLargestDelayFamily: "simple AND/OR/NAND/NOR gates"
  critPathKind: "reg2reg"
  slowest_delay_ps: 640
  worst_path_max_delay_cell: "or4_1"
  cp.arrival_ps: 2300
hold_path:
  hold_class: "reg2reg"
status:
  status: "completed"
==> worst paths after layout <==
check / start / to / slack (ps) / cells after the start
min: led[1] / led[2] / 460 / 0
min reg2reg: led[1] / led[2] / 460 / 0
max reg2reg: counter[0] / counter[22] / 510 / 5
max: counter[0] / counter[22] / 510 / 5
==> layer usage <==
metal	wire length, um	vias up
met1	1280	465
met3	134	2
li1	-	533
met4	24	0
met2	974	14
met5	0	-
==> synthesized netlist by cell type <==
master,n,share of area
ha_1,1,0.0091
clkbuf_1,1,0.0027
dfxtp_1,32,0.46
nand4_4,1,0.015
a21oi_1,7,0.025
a31oi_1,1,0.0045
xnor2_1,12,0.076
and3_1,1,0.0045
or3_1,3,0.014
o211ai_1,1,0.0054
nor3_1,4,0.015
nor2_1,22,0.060
and4_1,3,0.019
nor4_1,7,0.032
xor2_1,3,0.019
o21ai_0,5,0.018
and2_1,1,0.0045
conb_1,1,0.0027
nand4_1,3,0.014
a31o_2,1,0.0063
buf_2,1,0.0036
buf_1,1,0.0027
nand3_1,9,0.033
a311oi_1,1,0.0063
nand2_1,9,0.024
edfxtp_1,3,0.065
or3_2,1,0.0054
nand4b_1,3,0.019
o31ai_1,1,0.0054
or4_1,2,0.011
inv_1,5,0.014
==> per-stage QoR <==
stage / total power [mW] / hold WS, ps / utilization
global placement: 0.587 / 444 / 0.224
finish: 1.11 / 455 / 0.243
global route: 1.16 / 468 / 0.243
floorplan: 0.573 / 400 / -
CTS: 1.13 / 463 / 0.243
detailed placement: 0.587 / 446 / 0.224
==> cell usage in the layout, fill, tap and decap left out <==
cell type,n
xor2_1,3
nand4_4,1
nand3_1,9
a31oi_1,1
nor4_1,7
or4_1,2
a21oi_1,7
nand4b_1,3
or3_1,3
clkbuf_8,5
nor2_1,22
a31o_2,1
clkinvlp_4,1
or3_2,1
o211ai_1,1
o31ai_1,1
nor3_1,4
clkbuf_16,1
ha_1,1
a311oi_1,1
nand2_1,9
bufinv_16,1
and2_1,1
inv_1,5
clkdlybuf4s50_1,3
and3_1,1
xnor2_1,12
edfxtp_1,3
dfxtp_1,32
nand4_1,3
and4_1,3
o21ai_0,5
conb_1,8
==> sequential cells by signal, summed over array words and instances (netlist names) <==
name     cells
counter     32
led          3
==> cells by family (layout without fill, tap and decap cells) <==
group / Yosys count / in the layout / share of synthesized area
compound gates: 17 / 17 / 0.0716
xor+xnor: 15 / 15 / 0.0952
fa+ha+maj: 1 / 1 / 0.00906
buf+inv: 8 / 16 / 0.0227
flops: 35 / 35 / 0.529
other cells: 1 / 8 / 0.00272
simple gates: 69 / 69 / 0.269
==> final cells by class <==
type / instances / area (sq um)
fill: 764 / 5230
sequential: 35 / 731
multi-input combinational: 110 / 644
tap: 96 / 120
clock buffer: 6 / 93.8
clock inverter: 2 / 37.5
timing repair buffer: 3 / 30.0
inverter: 5 / 18.8
==> power breakdown <==
part / switching, mW / internal, mW / total, mW / leakage, nW
registers: 0.00459 / 0.557 / 0.562 / 0.296
logic: 0.00243 / 0.00974 / 0.0122 / 0.126
clock network: 0.196 / 0.344 / 0.539 / 0.0626
Power and IR drop assume default switching activity.
